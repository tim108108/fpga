`config.mk`:
```
export PLATFORM = sky130hd
export DESIGN_NAME = up_cnt_pmtr
export DESIGN_NICKNAME = up_cnt_pmtr
export VERILOG_FILES = /design/flow/design.v
export SDC_FILE = /design/flow/constraint.sdc
export NUM_CORES = 4
export LEC_CHECK = 1
export CORE_UTILIZATION = 40
```
`constraint.sdc`:
```
current_design up_cnt_pmtr

set clk_period 2.8
set clk_io_pct 0.2

create_clock -name clk0 -period $clk_period [get_ports {clk}]

set non_clock_inputs [all_inputs -no_clocks]
set_input_delay [expr $clk_period * $clk_io_pct] -clock clk0 $non_clock_inputs
set_output_delay [expr $clk_period * $clk_io_pct] -clock clk0 [all_outputs]
```
`design.v`:
```
module D_latch(en,D,Q);	 
input en,D;
output reg Q;
always@(D or en or Q)
begin
	if (en) Q=D;
	else Q = Q;
end
endmodule
module DFF_p(clk,D,Q);	 
input clk,D;
output reg Q;
always@(posedge clk)
begin
	Q<=D;
end
endmodule
module DFF_n(clk,D,Q);	 
input clk,D;
output reg Q;
always@(negedge clk)
begin
	Q<=D;
end
endmodule
module DFF_SR(clk,rst,in,Q);	 
input clk,rst,in;
output reg Q;
always@(posedge clk)
begin
	if (rst) Q<=1'b0;
	else Q<=in;
end
endmodule
module DFF_AR(clk,rst,in,Q);	 
input clk,rst,in;
output reg Q;
always@(posedge clk or posedge rst)
begin
	if (rst) Q<=1'b0;
	else Q<=in;
end
endmodule
module DFF_en(clk,rst,en,in,Q);	 
input clk,rst,en,in;
output reg Q;
always@(posedge clk)
begin
	if (rst) Q<=1'b0;
	else if(en) Q<=in;
end		  
endmodule
module reg_4bits(clk,rst,en,in,out);	 
input clk,rst,en;
input [3:0] in;
output reg [3:0] out;
always@(posedge clk or posedge rst)
begin
	if (rst) out<=4'b0000;
	else out<=in;
end
endmodule
module upCnt_1(rst,clk,out);
input rst,clk;
output reg [2:0] out;
reg [2:0] din;
always@(posedge clk)
begin 
	if (rst) out <= 3'd0;
	else out <= din;
end
always@(out)
begin
	if (out == 3'd5)
		din = 3'd0;
	else 
		din = out;
end
endmodule
module upCnt_2(rst,clk,out);
input rst,clk;
output reg [2:0] out;
always@(posedge clk)
begin 
	if (rst) out <= 3'd0;
	else 
		if (out == 3'd5)
			out <= 3'd0;
		else 
			out <= out + 3'd1;
end
endmodule
module downCnt_1(rst,clk,out);
input rst,clk;
output reg [2:0] out;
always@(negedge clk)
begin 
	if (!rst) out <= 3'd5;
	else 
		if (out == 3'd0)
			out <= 3'd5;
		else 
			out <= out - 3'd1;
end
endmodule
module fqDiv2(rst,clk,clk_div2);
input rst,clk;
output reg clk_div2;
wire not_clk_div2;
assign not_clk_div2 = ~clk_div2;
always@(posedge clk or posedge rst)
begin 
	if (rst) clk_div2 <= 1'b0;
	else clk_div2 <= not_clk_div2;
end
endmodule
module fqDiv6(rst,clk,clk_div6);
input rst,clk;
output reg clk_div6;
reg [2:0] out;
wire en;
assign en = (out == 3'd2);
always@(posedge clk)
begin
	if (rst) out <= 3'd0;
	else 
		if (en) out <=3'd0;
		else out <= out + 3'd1;
end
always@(posedge clk)
begin
	if (rst) out <= 1'b0;
	else 
		if (en) clk_div6 <= ~clk_div6;
end
endmodule 
module SISO_4b(
input clk, rst,
input SI,
output SO);
reg [3:0] dff4b;
assign SO = dff4b[3];
always@(posedge clk or negedge rst)
begin 
	if (!rst) dff4b <=4'b0;
	else begin
		dff4b[3] <= dff4b[2];
		dff4b[2] <= dff4b[1];
		dff4b[1] <= dff4b[0];
		dff4b[0] <= SI;
		end
end
endmodule
module PISO_4b(
input clk,rst,
input load,
input [3:0] PI,
output SO);
reg [3:0] dff4b;
assign SO = dff4b[3];
always@(posedge clk or negedge rst)
begin:PISO_blk	 
	integer i;
	if (!rst)
		dff4b<=4'b0;
	else if (load)
			dff4b<=PI;
		else begin
			for (i=3;i>0;i=i-1)
				dff4b[i]<=dff4b[i-1];
			dff4b[0]<=1'b0;
			end
end
endmodule
module debounce (clk,bin,bout);
parameter CNT_W = 20;
input clk;
input bin;
output bout;
reg [CNT_W-1:0] cnt;
reg bin_syn0,bin_syn1,bin_int;
assign bout = ~cnt[CNT_W-1];	 
always@(posedge clk)	 
begin
	bin_syn0 <= bin;
	bin_syn1 <= bin_syn0;
	bin_int <= bin_syn1;
end
always@(posedge clk)
begin
	if (bin_int) cnt <= {CNT_W{1'b0}};
	else if (!cnt[CNT_W-1])	 
		cnt <= cnt + 1'b1;
end
endmodule
module up_cnt_pmtr
#(parameter WIDTH = 32)(
input clk,
input rst,
input en,
input clr,
output reg[WIDTH-1:0] cnt);
wire [WIDTH-1:0] zero = {(WIDTH){1'b0}};
always@(posedge clk or posedge rst)
begin
	if (rst) cnt <= zero;
	else if (en)
		begin 
			if (clr) cnt <= zero;
			else cnt <= cnt + 1'b1;
		end
end
endmodule
module PWM(
input clk,rst,
input [3:0] duty,
output reg pwm);
reg [2:0] cnt;
wire it;
assign it = ({1'b0,cnt}<duty);
always@(posedge clk or posedge rst)
begin
	if (rst) cnt = 3'd0;
		else cnt = cnt + 1'd1;
end
always@(posedge clk or posedge rst)
begin
	if (rst) pwm = 1'b0;
	else pwm = it;
end
endmodule
module mux_def(
input rst,
input clk,
input sel,
input [32-1:0] a,b,
output reg [32-1:0] out);
wire [32-1:0] temp;
assign temp = sel?a:b;
always@(posedge clk or posedge rst)
begin
	if (rst) 
		out <= 32'd0;
	else
		out <= temp;
end
endmodule
```
`run.sh`:
```
#!/bin/bash
# OpenROAD 26Q1-2900-gdf79404cd8, Yosys 0.63+post, stock flow scripts
make -C /OpenROAD-flow-scripts/flow DESIGN_CONFIG=/design/flow/config.mk WORK_HOME=/design/flow/orfs finish
```
==> results.ini <==
[finish]
layout.cells.most_common = clkdlybuf4s50_1
fin_cells = 271
reg_top3 = cnt (32)
area_growth_pct = 26.83
largest_reg_flops = 32
drive_gt1_frac = 0.06335
nFillCells = 380
design_area_um2 = 2253
final_cell_mix = 35 x clkdlybuf4s50_1, 32 x dfrtp_1, 18 x nand2_1, 11 x a21oi_1, 10 x nand3_1
regMostFlops = cnt

[setup_path]
crit_path_cell_trace = clkdlybuf4s50_1 > and4_1 > nand3_1 > buf_4 > nor4_1 > mux2i_1
cp.arrival_ns = 2.44
path_buffers = 2
max_stage_delay_ns = 0.47
cp_slowest_cell = clkdlybuf4s50_1
critical_path.startpoint_type = input port
cp.required_ns = 3.00
crit_family = simple AND/OR/NAND/NOR gates
critPathKind = input port to flip-flop
setup.worst_path.end_class = flip-flop
cp_max_fo = 8

[logic_synthesis]
top_area_cell = dfrtp_1
ys_cells = 185
syn-mean-instance-area_um2 = 9.604
yosys_area_um2 = 1777
ys_seq_share = 0.4507
synthesis.area_um2 = 1777
synth_top_area_share = 0.4507
yosysUniqueCellTypes = 35
synth.area.top_cells = dfrtp_1 45%, and4_1 4.4%, nand2_1 3.8%, mux2i_1 3.4%, a21oi_1 3.1%
ys_ff = 32
ys_warn_count = 1
synthCells = 185

[route]
via_count = 1589
avgViaCountPerCell = 5.863
drc_errors = 0
drtIter0Drc = 113
wl_per_cell_um = 15.13
dr.pass1.iters = 5
drtAntennaViolNets = 0
drt_wl_total_mm = 4.099
num_antenna_cells = 0

[placed_design]
place_congestion = 0.7768
dpl_worst_slack_ns = 0.3031
io_buffers = 35
place_area_um2 = 2163
dpl.hpwl_mm = 2.756
dp.cells = 263

[sta]
drv_slew = 0
fmax_mhz = 445.4
post-route-min-period_ns = 2.245
fin_worst_skew_ns = 0.006604
fin_crit_sh = 0.8019
rsz0062_at_grt = no
setup_viol = 0
tns_ns = 0
hold_violations = 0
setup_slack_ns = 0.5546
tightestPinTransition_ns = 0.5548
relSlewSlack = 0.6292

[clock_tree]
ctsResizeCount = 0
cts_tree = built
clockRootBuffer = clkbuf_8
cts_max_level = 2
clkSlewWorstSetupHoldPaths_ns = 0.06
cts-buffers-inserted = 5
cts_max_path_buffers = 2
clock_latency_ns = 0.28
cts.sinks = 32
holdBufCountCts = 0
cts_setup_buffers = 0

[floorplanning]
ioPinCount = 36
die-area_um2 = 4712
die_y_um = 68.65
dieWidth_um = 68.65
core_um2 = 4144
rows = 23
core_util_floorplan = 0.4287

[power_and_ir_drop]
powerDensity_nw_per_um2 = 424.5
peakVddDrop_uv = 308.5
p_leak_nw = 0.8862

[flow_run]
cap_viol_max_count = 0
warning_count = 25

[global_routing]
grt_overflow = 0
grt_pass1_wl_mm = 6.872
antenna_found_initial = 0
grt_pass1_vias = 1420
track_usage = 0.2000
grt_max_degree = 33

[worst_hold_path]
hp-class = flip-flop to flip-flop

[status]
status = completed

cell usage after synthesis, drive strengths merged:
library cell and n:
dfrtp 32, nand2 18, a21oi 11, nand3 10, and4 9, nand2b 8
nand4 7, o21ai 7, o31ai 7, buf 6, clkbuf 6, mux2i 6
nor2 6, nor4 6, or4 6, inv 5, o21a 4, o2bb2ai 4
xor2 4, o311ai 3, o41ai 3, or3 3, a41oi 2, and2 2
and3 2, nor3 2, o31a 2, a22o 1, ha 1, mux2 1
or2 1
worst reg2reg max path, delay by kind of cell (launching register included):
| family | cells | cell delay, ns |
|---|---|---|
| flip-flops | 1 | 0.43 |
| adder cells (fa/ha/maj) | 1 | 0.26 |
| AND/OR/NAND/NOR | 3 | 0.97 |
| multiplexers | 1 | 0.22 |
| buffers and inverters | 1 | 0.26 |
per-layer routing:
layer,routed length [um],track usage,share of wire
met3,207,0.03333,0.051
met2,1718,0.2647,0.42
met4,65,0.02604,0.016
met1,2106,0.3548,0.51
met5,0,0,0
area by class of cell:
class / count / area, um2 / area share
clock buffers: 8 / 90.09 / 0.03998
flip-flops and latches: 32 / 800.8 / 0.3554
well taps: 50 / 62.56 / 0.02776
multi-input cells: 136 / 893.4 / 0.3964
repair buffers: 40 / 387.9 / 0.1721
inverters: 5 / 18.77 / 0.008329
where the power goes:
group          switching (W)  internal [W]  leakage, nW
logic              0.0000378     0.0000518        0.398
clock network       0.000159      0.000200       0.0455
registers          0.0000295      0.000478        0.443
total               0.000226      0.000730        0.886
stage by stage:
stage	power [W]	utilization	hold WS, ns
final	0.0009566	0.5438	0.5086
after global routing	0.001006	0.5438	0.5198
after CTS	0.0009670	0.5438	0.5104
after floorplan	0.0005516	-	0.4403
after detailed placement	0.0006063	0.5220	0.4971
after global placement	0.0006016	0.5220	0.4943
worst paths after layout:
path	end	start	depth (start not counted)	slack, ns
max	cnt[26]$_DFFE_PP0P_	en	6	0.55
min	cnt[7]$_DFFE_PP0P_	cnt[7]$_DFFE_PP0P_	1	0.51
max reg2reg	cnt[26]$_DFFE_PP0P_	cnt[0]$_DFFE_PP0P_	6	0.58
min reg2reg	cnt[7]$_DFFE_PP0P_	cnt[7]$_DFFE_PP0P_	1	0.51
max in group asynchronous	cnt[29]$_DFFE_PP0P_	rst	3	1.84
min in group asynchronous	cnt[0]$_DFFE_PP0P_	rst	3	0.66
cells by family after synthesis:
kind of cell,synth area share
multiplexers,0.04014
flip-flops,0.4507
XOR/XNOR,0.01972
AND/OR/NAND/NOR,0.2648
buffers and inverters,0.04647
adder cells (fa/ha/maj),0.007041
AND-OR/OR-AND,0.1711
No activity file was given, so power comes from the tool's default toggle rates.
