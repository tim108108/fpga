File: config.mk
export PLATFORM = sky130hd
export DESIGN_NAME = mean
export DESIGN_NICKNAME = mean
export VERILOG_FILES = /design/flow/design.v
export SDC_FILE = /design/flow/constraint.sdc
export NUM_CORES = 4
export LEC_CHECK = 1
export CORE_AREA = 10 10 92 92
export DIE_AREA = 0 0 102 102
File: constraint.sdc
current_design mean

set clk_period 3.7
set clk_io_pct 0.2

create_clock -name clk0 -period $clk_period [get_ports {clk}]

set non_clock_inputs [all_inputs -no_clocks]
set_input_delay [expr $clk_period * $clk_io_pct] -clock clk0 $non_clock_inputs
set_output_delay [expr $clk_period * $clk_io_pct] -clock clk0 [all_outputs]
File: design.v
module mean(rst, clk, in, mean);
input rst, clk;
input [3:0] in;
output reg [3:0] mean;
reg [3:0] x0, x1, x2, x3;
wire [5:0] sum;
wire [3:0] m_tmp;
always@(posedge clk or posedge rst)
begin 
	if (rst) {x3,x2,x1,x0}<=16'd0;
	else
	begin
		x3<=x2;
		x2<=x1;
		x1<=x0;
		x0<=in;
	end
end
assign sum = (x0+x1)+(x2+x3);
assign m_tmp = sum >> 2;
always@(posedge clk or posedge rst)
begin	
	if (rst) mean <= 4'd0;
	else mean <=m_tmp;
end
endmodule
File: run.sh
#!/bin/bash
# OpenROAD 26Q1-2900-gdf79404cd8, Yosys 0.63+post, stock flow scripts
make -C /OpenROAD-flow-scripts/flow DESIGN_CONFIG=/design/flow/config.mk WORK_HOME=/design/flow/orfs finish
==> results.txt <==
Post-DP HPWL = 951 µm
CP max stage delay = 540 ps
drt total wl = 1150 µm
Ys Warns = 1
share of cells above drive strength 1 = 0.0759
Hold Crit Class = reg -> reg
initial antenna violation count = 0
row count = 29
Post-Syn Area per Cell = 13.3 µm²
multi-input logic area = 293 µm²
Worst VDD drop = 0.223 mV
DR vias = 441
antenna viol nets, final = 0
slowest cell on the critical path = fa_1
area growth from synthesis to layout = 29.4%
root buf cell = clkbuf_8
slew margin rel. = 0.514
Pre-antenna DRT Iters = 2
post-route cell area = 0.00113 mm²
post-layout period usage = 0.674
floorplan core density = 0.136
Post-Synth XOR/XNOR Area = 0.0100
Final Power = 613 µW
most frequent logic cell in the layout = inv_1
TritonCTS clock tree = done
CTS Buffer Depth = 2
Worst Setup Start Kind = flop
Synth Seq Share = 0.571
buffer-and-inverter tally for the worst setup path = 2
Via density = 2.83
post-synth cell types = 16
IO Count = 10
Critical Path Sink Type = flop
ys cells = 66
number of diodes = 0
Chip Area = 0.0104 mm²
CP Cell Sequence = fa_1, inv_1, fa_1, inv_1, ha_1, and3b_1, a211oi_2, o311ai_1
clock period minus worst slack = 2490 ps
most frequent cells in the layout = inv_1, dfrtp_1, clkdlybuf4s50_1, fa_1
final setup violation count = 0
Post-DP Area = 0.00106 mm²
DRC = 0
ys flops = 20
Logic family by area = adder cells
yosys adder share = 0.226
ao+oa area frac = 0.0300
final core utilization = 0.176
area reported by Yosys stat = 876 µm²
Pleak = 0.000535 µW
Worst Slack Setup Final = 1210 ps
post-CTS setup buffers = 0
Worst-path clk slew = 70 ps
Slew Limit Fails = 0
Max-area cell share = 0.571
H-tree depth = 1
die height = 102 µm
Final Hold Vio Count = 0
max-cap violations = 0
Placer Congestion = 0.726
DRT iter0 DRCs = 16
cts hold-fix bufs = 0
post-CTS sizing = 0
Placeable Area = 0.00646 mm²
Peak Freq = 401 MHz
Post-Synth Simple-Gate Area = 0.0686
Avg WL per Cell = 7.34 µm
# clock sinks = 20
slew at the pin closest to its max-slew limit = 728 ps
Synth area leader = dfrtp_1
PwrDens = 541 mW/mm²
RSZ-0062 raised after global routing = no
first-pass GRT wire length = 2130 µm
Synth mux share = 0
worst clock skew = 4.91 ps
die width = 102 µm
Worst Path Required = 3820 ps
setup TNS = 0 ps
Worst path top cell family by delay = adder cells
CTS Buf Count = 3
Reg area = 500 µm²
Place WS = 1210 ps
layout filler cell count = 717
status = completed
clk latency late pin = 250 ps
vias in the first global route = 480
gr usage total = 0.0248
synthesized cell area = 876 µm²
Synth Instances = 66
pin count of the biggest net entering global routing = 21
Top cells by area = dfrtp_1, fa_1, inv_1, ha_1, a211oi_2
tool warnings = 25
CP arrival = 2610 ps
gr ovfl total = 0
critical-path maximum fanout = 5
Crit Path Category = reg -> reg
PortBufs = 9
Yosys cell counts:
master    instances
nand4b_1          1
ha_1              3
nor2b_1           1
and2b_4           1
fa_1              8
o21ai_0           1
xnor2_1           1
dfrtp_1          20
nand3_1           1
o311ai_1          1
and3b_1           1
nor2_1            2
a211oi_2          1
nand3b_1          1
nand2b_1          1
inv_1            22
sequential cells by signal (all words and copies together), names as in the netlist:
register / count
x1: 4
mean: 4
x3: 4
x2: 4
x0: 4
routing by layer:
metal  wire length (µm)  vias up  global-route usage
li1                   -      220                   -
met1                621      209              0.0345
met2                447       10              0.0365
met3                 71        2              0.0116
met4                  5        0             0.00108
met5                  0        -                   0
path summary, 6_finish.rpt:
check / startpoint / end / slack, ps / cells after the start
setup / recovery: x0[3]$_DFF_PP0_ / mean[2]$_DFF_PP0_ / 1210 / 8
setup reg to reg: x0[3]$_DFF_PP0_ / mean[2]$_DFF_PP0_ / 1210 / 8
min in group asynchronous: rst / x0[1]$_DFF_PP0_ / 910 / 2
hold / removal: x2[1]$_DFF_PP0_ / x3[1]$_DFF_PP0_ / 370 / 0
max in group asynchronous: rst / mean[3]$_DFF_PP0_ / 2330 / 2
hold reg to reg: x2[1]$_DFF_PP0_ / x3[1]$_DFF_PP0_ / 370 / 0
layout make-up:
class | count | area share
sequential | 20 | 0.442
multi-input combinational | 24 | 0.258
tap | 77 | 0.0850
timing repair buffer | 9 | 0.0795
inverter | 22 | 0.0728
clock buffer | 3 | 0.0364
clock inverter | 1 | 0.0265
cells by family (layout without fill, tap and decap cells):
kind of cell / Yosys count / in the layout
adders and majority gates: 11 / 11
and+or+nand+nor: 9 / 9
AOI/OAI and AO/OA: 3 / 3
DFF: 20 / 20
xor gates and xnor gates: 1 / 1
buffers and inverters: 22 / 35
report_power, final:
part | internal, µW | switching [µW] | total [µW]
clock network | 144 | 65.4 | 209
logic | 85.8 | 59.9 | 146
registers | 247 | 10.2 | 258
stage by stage:
step | cells | hold WS [ps]
after global placement | 152 | 355
after floorplan | 66 | 354
after CTS | 156 | 377
final | 156 | 375
after detailed placement | 152 | 360
after global routing | 156 | 390
Power is estimated from default activity; no workload was simulated.
